[./design.v]
module fifo #(
    parameter WIDTH=8,
    DEPTH = 8,
    PTR_WIDTH=3
) (
    input [WIDTH-1:0] w_data,
    input source_w_en, destination_r_en,
    input w_clk, r_clk,reset,
    output [WIDTH-1:0] r_data,
    output w_full, r_empty
);
wire write_en, read_en;
reg [PTR_WIDTH : 0] r_ptr, w_ptr;  
wire [PTR_WIDTH : 0] r_ptr_gray, w_ptr_gray; 
reg [PTR_WIDTH : 0] r_ptr_sync1_g, r_ptr_sync2_g;  
reg [PTR_WIDTH : 0] w_ptr_sync1_g, w_ptr_sync2_g;  
wire [PTR_WIDTH : 0] r_ptr_sync2;  
wire [PTR_WIDTH : 0] w_ptr_sync2;  
assign w_ptr_gray = w_ptr ^ (w_ptr >> 1);
assign r_ptr_gray = r_ptr ^ (r_ptr >> 1);
assign r_ptr_sync2 = r_ptr_sync2_g ^ (r_ptr_sync2_g >>1) ^ (r_ptr_sync2_g >>2) ^ (r_ptr_sync2_g >>3);
assign w_ptr_sync2 = w_ptr_sync2_g ^ (w_ptr_sync2_g >>1) ^ (w_ptr_sync2_g >>2) ^ (w_ptr_sync2_g >>3);
always @(posedge w_clk or negedge reset) 
begin
    if(!reset)
    begin
        r_ptr_sync1_g <=0;
        r_ptr_sync2_g <=0;
    end
    else
    begin
        r_ptr_sync1_g <=r_ptr_gray;
        r_ptr_sync2_g <=r_ptr_sync1_g;
    end
end
always @(posedge r_clk or negedge reset) 
begin
    if(!reset)
    begin
        w_ptr_sync1_g <=0;
        w_ptr_sync2_g <=0;
    end
    else
    begin
        w_ptr_sync1_g <=w_ptr_gray;
        w_ptr_sync2_g <=w_ptr_sync1_g;
    end
end
assign w_full = (w_ptr[PTR_WIDTH-1 : 0] == r_ptr_sync2[PTR_WIDTH-1 : 0] &&
w_ptr[PTR_WIDTH] != r_ptr_sync2[PTR_WIDTH]) ? 1:0;   
assign r_empty =(r_ptr[PTR_WIDTH-1 : 0] == w_ptr_sync2[PTR_WIDTH-1 : 0] &&
r_ptr[PTR_WIDTH] == w_ptr_sync2[PTR_WIDTH]) ? 1:0;   
assign write_en = source_w_en & (~w_full) ;
assign read_en = destination_r_en & (~r_empty);
always @(posedge w_clk or negedge reset) 
begin
    if(!reset)
    begin
        w_ptr <= 0;
    end
    else
    begin
        if(write_en)
        begin
            if(w_ptr < 2*DEPTH) 
            begin
                w_ptr <= w_ptr + 1;
            end
            else
               w_ptr <= 0;
        end
    end
end
always @(posedge r_clk or negedge reset) 
begin
    if(!reset)
    r_ptr <= 0;
    else
    begin
        if (read_en)   
        begin
            if(r_ptr < 2*DEPTH)
               r_ptr <= r_ptr + 1;
            else
               r_ptr <= 0;
        end
    end
end
reg_bank U0_reg_bank (
    .r_ptr(r_ptr), .w_ptr(w_ptr),
    .w_data(w_data),
    .write_en(write_en), .read_en(read_en),
    .w_clk(w_clk), .r_clk(r_clk), .reset(reset),
    .r_data(r_data)
);
endmodule
module reg_bank #(
    parameter WIDTH=8,
    DEPTH = 8,
    PTR_WIDTH=3
) (
    input [PTR_WIDTH : 0] r_ptr, w_ptr,
    input [WIDTH-1:0] w_data,
    input write_en, read_en, 
    input w_clk,r_clk,reset,
    output reg [WIDTH-1:0] r_data
);
integer i;
reg [WIDTH-1:0] reg_file [DEPTH-1:0];
always @(posedge r_clk or negedge reset) 
begin
    if(!reset)
    begin
        r_data <= 0;
    end
    else
    begin
        if(read_en)
        begin
            r_data <= reg_file [ r_ptr[PTR_WIDTH-1 : 0] ]; 
        end
    end
end
always @(posedge w_clk or negedge reset) 
begin
    if(!reset)
    begin
        for ( i=0 ;i < DEPTH ;i = i+1 ) 
        begin
            reg_file[i] <= 0;
        end
    end
    else
    begin
        if (write_en) 
        begin
            reg_file[w_ptr [PTR_WIDTH-1 : 0]] <= w_data;
        end
    end
end
endmodule
[./run.sh]
#!/bin/bash
# OpenROAD 26Q1-2900-gdf79404cd8, Yosys 0.63+post, stock flow scripts
make -C /OpenROAD-flow-scripts/flow DESIGN_CONFIG=/design/flow/config.mk WORK_HOME=/design/flow/orfs finish
[./config.mk]
export PLATFORM = sky130hd
export DESIGN_NAME = fifo
export DESIGN_NICKNAME = fifo
export VERILOG_FILES = /design/flow/design.v
export SDC_FILE = /design/flow/constraint.sdc
export NUM_CORES = 4
export LEC_CHECK = 1
export CORE_UTILIZATION = 30
[./constraint.sdc]
current_design fifo

set clk_period 3.1
set clk_io_pct 0.2

create_clock -name clk0 -period $clk_period [get_ports {r_clk}]
create_clock -name clk1 -period $clk_period [get_ports {w_clk}]

set non_clock_inputs [all_inputs -no_clocks]
set_input_delay [expr $clk_period * $clk_io_pct] -clock clk0 $non_clock_inputs
set_output_delay [expr $clk_period * $clk_io_pct] -clock clk0 [all_outputs]
==> results.toml <==
# flow metrics
[timing]
drv_slew = 0
fin_worst_skew_ns = 0.00597
finalHoldViolCount = 0
rsz0062_at_grt = "false"
relSlewSlack = 0.540
tightest_slew_ns = 0.690
setup_viol = 0
fin_setup_tns_ns = 0

[synthesis]
top_area_cell = "dfrtp_1"
yosysWarnings = 3
edf_count = 0
synth.distinct_cells = 46
ys_cells = 320
async_flop_share = 1.00
ys_ff = 96
syn_avg_cell_area_um2 = 13.9
ys_seq_share = 0.540
synthCells = 320
top_cell = "dfrtp_1"
syn-cell-area_um2 = 4450
top_cells_by_count = "dfrtp_1, mux2_2, mux2_4"
yosys-stat-area_um2 = 4450
topCellsByArea = "dfrtp_1, mux2_4, mux2_2"
ff_type = "dfrtp_1"
top_area_frac = 0.540

[route]
drc = 0
dr.pass1.iters = 4
wl_per_cell_um = 17.1
diodes = 0
vias = 2616
final_antenna_net_count = 0
viasPerCell = 4.91
routed_wl_mm = 9.10
first_iter_violations = 157

[run]
warning_count = 34
cap_violations = 0

[setup_path]
start_kind = "flip-flop"
r2r_slack_ns = 0.77
startpoint = "w_ptr[3]"
rr_endpoint = "U0_reg_bank.r_data[6]"
r2r-start = "r_ptr[0]"
crit_type = "reg -> out"
r2r_cells = 6
worst_ep_arrival_time_ns = 2.30
crit_path_max_fanout = 7
end_kind = "primary output"
critPathCapture = "w_full"
cp_data_required_time_ns = 2.48

[clocking]
tritoncts = "yes"
hold_buffers = 0
cts.sinks = 96
postCtsSetupRepairBufs = 0
clk_pin_slew_ns = 0.06
cts_resized = 0

[cells_and_area]
drive_gt1_frac = 0.304
area_growth_pct = 18.5
fin_area_um2 = 5270
final_cell_count_no_fill = 533

[floorplanning]
chip_area_um2 = 15300
core-area_um2 = 14500
die_width_um = 124
fp_util = 0.307
pin_count = 23
fp.dieH_um = 124
std_cell_rows = 44

[worst_hold_path]
hold_path.class = "in -> async"

[pwr]
p_leak_nw = 2.29
ir_drop_uv = 372
powerDensity_nw_per_um2 = 1180
power.total_mw = 6.23

[place]
hpwl_mm = 6.03
dp_cells = 514
port_buffers = 21
placed_area_um2 = 4850
place_congestion = 0.761

[global_routing]
antenna_found_initial = 0
grt_pass1_wl_mm = 15.0
overflow = 0
grt_max_degree = 55
grt_usage = 0.133
grt_pass1_vias = 2735

[status]
status = "finished, final reports clean"
report_power, final:
| part | switching [mW] | leakage, nW | total (mW) | internal, mW |
|---|---|---|---|---|
| registers | 0.416 | 1.14 | 2.33 | 1.92 |
| clock network | 0.476 | 0.207 | 1.45 | 0.978 |
| logic | 1.10 | 0.937 | 2.44 | 1.34 |
worst max-delay path, stage by stage (launching register included):
cell and delay [ns]:
dfrtp_1 0.46, or3b_1 0.38, a211o_1 0.26, a21o_2 0.24, inv_2 0.15, clkdlybuf4s50_1 0.49
layout make-up:
| cell class | count | area [um^2] |
|---|---|---|
| clock buffer | 14 | 318 |
| clock inverter | 5 | 104 |
| fill | 1324 | 9210 |
| inverter | 8 | 30.0 |
| multi-input combinational | 201 | 1930 |
| sequential | 96 | 2400 |
| tap | 184 | 230 |
| timing repair buffer | 25 | 250 |
logic make-up (layout without fill, tap and decap cells):
family / after synthesis / in the layout / share of synthesized area
compound gates: 38 / 38 / 0.0689
xor+xnor: 14 / 14 / 0.0338
fa+ha+maj: 14 / 14 / 0.0394
buf+inv: 23 / 52 / 0.0264
flops: 96 / 96 / 0.540
mux: 71 / 71 / 0.206
simple gates: 64 / 64 / 0.0850
placed cells by master, fill, tap and decap left out, drive strengths merged, types with 3 or more instances in the layout:
cell type      instances
nor2                  11
mux2                  69
bufinv                 3
a222oi                 8
clkbuf                14
and4                   3
ha                    14
buf                    5
a311oi                 6
inv                    7
and3                   8
xnor2                  4
nand2                 18
nand3                 11
dfrtp                 96
a31oi                  6
clkdlybuf4s50         20
xor2                   8
clkinv                 3
o211ai                 7
metal layers:
| layer | up-vias | global-route usage | routed length [um] |
|---|---|---|---|
| li1 | 1222 | - | - |
| met1 | 1322 | 0.204 | 4420 |
| met2 | 59 | 0.200 | 4060 |
| met3 | 13 | 0.0299 | 481 |
| met4 | 0 | 0.0226 | 131 |
| met5 | - | 0 | 0 |
state kept, by name, summed over array words and instances (netlist names):
register,flops
w_ptr,4
r_ptr_sync2_g,4
U0_reg_bank.reg_file,64
w_ptr_sync2_g,4
w_ptr_sync1_g,4
U0_reg_bank.r_data,8
r_ptr,4
r_ptr_sync1_g,4
per-stage QoR:
step           setup slack [ns]  hold slack, ns   util
6_report                  0.179           0.344  0.364
2_1_floorplan             0.457           0.324      -
3_3_place_gp              0.558           0.339  0.335
5_1_grt                  0.0714           0.357  0.364
3_5_place_dp              0.528           0.335  0.335
4_1_cts                   0.149           0.349  0.364
worst min path at each step:
| stage | endpoint | slack, ns | cells past startpoint |
|---|---|---|---|
| 6_report | w_ptr[3] | 0.34 | 1 |
| 5_1_grt | w_ptr_sync2_g[2] | 0.36 | 0 |
| 4_1_cts | w_ptr_sync2_g[3] | 0.35 | 0 |
Power is estimated from default activity; no workload was simulated.
